===== flow/run.sh =====
#!/bin/bash
# OpenROAD 26Q1-2900-gdf79404cd8, Yosys 0.63+post, stock flow scripts
make -C /OpenROAD-flow-scripts/flow DESIGN_CONFIG=/design/flow/config.mk WORK_HOME=/design/flow/orfs finish

===== flow/config.mk =====
export PLATFORM = sky130hd
export DESIGN_NAME = FE_16JHSONG_AHB_IF
export DESIGN_NICKNAME = FE_16JHSONG_AHB_IF
export VERILOG_FILES = /design/flow/design.v
export SDC_FILE = /design/flow/constraint.sdc
export NUM_CORES = 4
export LEC_CHECK = 1
export CORE_UTILIZATION = 30

===== flow/constraint.sdc =====
current_design FE_16JHSONG_AHB_IF

set clk_period 2.6
set clk_io_pct 0.2

create_clock -name clk0 -period $clk_period [get_ports {HCLK}]

set non_clock_inputs [all_inputs -no_clocks]
set_input_delay [expr $clk_period * $clk_io_pct] -clock clk0 $non_clock_inputs
set_output_delay [expr $clk_period * $clk_io_pct] -clock clk0 [all_outputs]

===== flow/design.v =====
`timescale 1ns/1ns
module FE_16JHSONG_AHB_IF(
		input              HCLK,
		input              RST,
        input       [31:0] HADDR,
		input       [ 1:0] HTRANS,
		input              HWRITE,
		input       [ 2:0] HBURST,
		input       [ 2:0] HSIZE,
		input       [31:0] HWDATA,
		input       [ 3:0] HPROT,
	    output wire        HGRANT,
		output wire [31:0] HRDATA,
		output reg         HREADY,
		output wire [ 1:0] HRESP,
		input       [31:0] rdata,
		output reg  [ 9:0] addr,
		output reg         wen,
		output reg         en,
		output reg  [31:0] wdata);
	localparam ST_IDLE = 0, ST_WRITE =1, ST_READ0 =2, ST_READ1 = 3;
	reg [1:0] state;
	reg       reg_write;
	assign HRESP = 2'b00;
	assign HGRANT = 1; 
	always@(posedge HCLK) begin
		reg_write <= HWRITE;
	end							  
	always@(posedge HCLK or negedge RST) begin
		if(!RST) begin state <= ST_IDLE;
			en <= 0;
			wen <= 0;
			addr <= 0;
			wdata <= 0;
			HREADY <= 1; end
	    else 
	        case(state) 
	        ST_IDLE : begin
			    HREADY <= 1;
			    wdata <= 0;
			    en <= 0;
			    wen <= 0;	
			    if((HTRANS == 2'b10) && HWRITE) begin 
     			    state <= ST_WRITE;
			  	    en <= 0;
				    wen <= reg_write;
				    addr <= HADDR[9:0]; end
			    else if(HTRANS == 2'b10) begin
    			    state <= ST_READ0;
				    en <= 1;
				    addr <= HADDR[9:0];
				    wen <= reg_write ;
				    HREADY <= 0; end
			    else
    			    state <= ST_IDLE;
			end
			ST_WRITE : begin
			    en <= 1;
				wen <= reg_write;
				state <= ST_IDLE; 
				wdata <= HWDATA;
			end
			ST_READ0 : begin
			    en <= 0;
			    state <= ST_READ1;
			    HREADY<=1; 
			end
			ST_READ1 : begin
			    en <=0;
				state <= ST_IDLE;
				HREADY<=1;
			end
			default : state <= ST_IDLE;
		    endcase
	end	
	assign HRDATA = rdata;
endmodule

==> CHANGELOG.md <==
### Physical design

- Hold slack: 0.284 ns
- PwrDens: 467 mW/mm2
- Die y size: 85.4 um
- Count of tool warnings: 57
- Share of post-route cells with drive strength above 1: 0.136
- # Cells Yosys: 153
- CP peak stage delay: 0.55 ns
- Global-route wire length before repair: 6490 um
- Slowest CP cell: dfstp_2
- Synth Warn #: 1
- Distinct lib cells: 23
- Cell Rows: 30
- Clk slew on worst S/H paths: 0.09 ns
- Fin crit share: 0.696
- Clock Path Buffers: 2
- Largest net degree at the start of global routing: 37
- VDD IR-drop max: 182 uV
- Wirelength, routed: 4130 um
- DP Wirelength: 2750 um
- CP Max Fanout: 2
- Initial antenna violation count: 0
- Slew @ Worst Pin: 0.756 ns
- Max-slew violation count: 0
- Final instance area: 0.00293 mm2
- CP delay by family, top: flip-flops
- H-tree Lvls: 2
- Post-Layout Cell Count: 294
- MaxCap Viol Count: 0
- Post-synthesis cell count: 153
- DRC viols: 0
- Synthesized area per cell: 13.6 um2
- Post-CTS sizing: 0
- Grt total ovfl: 0
- Worst EP arrival: 1.29 ns
- Mean number of vias per cell: 4.68
- Mapped Area: 0.00209 mm2
- Setup TNS: 0 ns
- Diodes inserted: 0
- Placed insts: 286
- Leakage: 1.35 nW
- FP Core Util: 0.309
- Yosys chip area: 0.00209 mm2
- Detailed Route Iter0 Violations: 40
- CP Capture Type: output port
- # hold bufs at CTS: 0
- CTS tree: built
- Final hold violations: 0
- Min Tclk post-route: 1.81 ns
- Die width: 85.4 um
- Layout area overhead: 40.3%
- Flops after synth: 50
- Status: finished clean
- Insertion Delay late pin: 0.29 ns
- I/O pin total: 191
- Hold Path Class: in2async
- Pre-antenna DRT Iters: 4
- Crit path launch type: register
- Vias: 1,375
- CTS Sinks: 50
- Crit Path Category: reg2out
- IO buf count: 91
- Post-synthesis sequential area ratio: 0.599
- Core ar.: 0.00676 mm2
- Num CTS Buffers: 5
- GP Congestion: 0.675
- Critical Path RT: 2.08 ns
- Chip Area: 0.00729 mm2
- DP Area: 0.00282 mm2
- Root Driver: clkbuf_8
- Rel. slew slack: 0.496
- ANT nets after route: 0
- Unrepaired setup endpoints after global routing: no
- Vias in the first global route: 1,338
- Setup violations, final: 0
- Final Power: 1.36 mW
- Routed WL per cell: 14.1 um
- Clock skew: 0.00540 ns
- Fmax: 552 MHz
- Worst-path cell chain: clkdlybuf4s50_1
- Buf+Inv Stages, Crit Path: 1
- Postcts setup bufs: 0
- All-Layer GR Usage: 0.116
-- final timing paths --
check | startpoint | end | slack (ns) | depth (start not counted)
max | HREADY | HREADY | 0.79 | 1
min | RST | wdata[29] | 0.28 | 1
max reg2reg | state[0] | addr[5] | 1.12 | 2
min reg2reg | state[1] | state[3] | 0.41 | 0
max in group asynchronous | RST | state[0] | 1.61 | 2
min in group clk0 | state[1] | state[3] | 0.41 | 0
-- placed cells by master, fill, tap and decap left out, drive strengths merged --
cell type / synthesis / routed
a211o: 1 / 1
a22o: 32 / 32
and4bb: 1 / 1
buf: 40 / 5
clkbuf: 3 / 7
clkdlybuf4s50: 0 / 90
clkinv: 0 / 1
conb: 2 / 3
dfrtp: 47 / 47
dfstp: 2 / 2
dfxtp: 1 / 1
inv: 3 / 3
mux2: 10 / 10
nand2: 1 / 1
nand2b: 1 / 1
nand3b: 1 / 1
nor2: 4 / 4
o211ai: 1 / 1
o21ai: 1 / 1
o41ai: 1 / 1
or3b: 1 / 1
-- cell type report --
type | instances | area, um2
clock buffers | 7 | 96.3
clock inverters | 1 | 8.76
fillers | 610 | 3830
inverters | 3 | 11.3
multi-input cells | 58 | 524
flip-flops and latches | 50 | 1250
well taps | 80 | 100
repair buffers | 95 | 936
-- cell usage after synthesis --
| cell | count | share of area |
|---|---|---|
| nor2_2 | 1 | 0.0030 |
| or3b_2 | 1 | 0.0042 |
| nor2_1 | 3 | 0.0054 |
| mux2_4 | 8 | 0.058 |
| buf_2 | 4 | 0.0096 |
| conb_1 | 2 | 0.0036 |
| o211ai_1 | 1 | 0.0036 |
| o21ai_0 | 1 | 0.0024 |
| nand3b_2 | 1 | 0.0054 |
| dfxtp_1 | 1 | 0.0096 |
| dfrtp_1 | 47 | 0.56 |
| buf_4 | 35 | 0.13 |
| inv_1 | 3 | 0.0054 |
| o41ai_1 | 1 | 0.0042 |
| clkbuf_1 | 3 | 0.0054 |
| nand2_1 | 1 | 0.0018 |
| a211o_1 | 1 | 0.0042 |
| nand2b_1 | 1 | 0.0030 |
| dfstp_2 | 2 | 0.025 |
| and4bb_2 | 1 | 0.0060 |
| mux2_2 | 2 | 0.011 |
| buf_6 | 1 | 0.0054 |
| a22o_1 | 32 | 0.13 |
-- where the power goes --
group / internal [mW] / switching (mW) / leakage (nW) / total [mW]
clock network: 0.244 / 0.251 / 0.0544 / 0.495
registers: 0.778 / 0.000457 / 0.681 / 0.779
logic: 0.0638 / 0.0267 / 0.612 / 0.0905
total: 1.09 / 0.279 / 1.35 / 1.36
-- per-layer routing --
layer,vias up,part of all wire,track usage
met2,58,0.47,0.185
li1,621,-,-
met3,5,0.082,0.0316
met4,0,0.011,0.0121
met1,691,0.44,0.170
met5,-,0,0
-- sequential cells by signal (all words and copies together) (netlist names) --
| name | count |
|---|---|
| wdata | 32 |
| addr | 10 |
| state | 4 |
| HREADY | 1 |
| en | 1 |
| reg_write | 1 |
| wen | 1 |
-- logic make-up after synthesis --
group | count (synthesis) | share of synthesized area
other cells | 2 | 0.00360
flops | 50 | 0.599
compound gates | 36 | 0.149
buf+inv | 46 | 0.152
simple gates | 9 | 0.0288
mux | 10 | 0.0684
-- per-stage QoR --
stage	setup WS, ns	util
2_1_floorplan	1.29	-
3_3_place_gp	0.638	0.417
3_5_place_dp	0.633	0.417
4_1_cts	0.773	0.433
5_1_grt	0.753	0.433
6_report	0.790	0.433
Power is estimated from default activity; no workload was simulated.
